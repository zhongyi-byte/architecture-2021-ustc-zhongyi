===== flow/run.sh =====
#!/bin/bash
# OpenROAD 26Q1-2900-gdf79404cd8, Yosys 0.63+post, stock flow scripts
make -C /OpenROAD-flow-scripts/flow DESIGN_CONFIG=/design/flow/config.mk WORK_HOME=/design/flow/orfs finish

===== flow/config.mk =====
export PLATFORM = sky130hd
export DESIGN_NAME = MEMSegReg
export DESIGN_NICKNAME = MEMSegReg
export VERILOG_FILES = /design/flow/design.v
export SDC_FILE = /design/flow/constraint.sdc
export NUM_CORES = 4
export LEC_CHECK = 1
export CORE_UTILIZATION = 40

===== flow/constraint.sdc =====
current_design MEMSegReg

set clk_period 1.0
set clk_io_pct 0.2

create_clock -name clk0 -period $clk_period [get_ports {clk}]

set non_clock_inputs [all_inputs -no_clocks]
set_input_delay [expr $clk_period * $clk_io_pct] -clock clk0 $non_clock_inputs
set_output_delay [expr $clk_period * $clk_io_pct] -clock clk0 [all_outputs]

===== flow/design.v =====
`timescale 1ns / 1ps
module MEMSegReg(
    input wire clk,
    input wire en,
    input wire clear,
    input wire [31:0] AluOutE,
    output reg [31:0] AluOutM, 
    input wire [31:0] ForwardData2,
    output reg [31:0] StoreDataM, 
    input wire [4:0] RdE,
    output reg [4:0] RdM,
    input wire [31:0] PCE,
    output reg [31:0] PCM,
    input wire [2:0] RegWriteE,
    output reg [2:0] RegWriteM,
    input wire MemToRegE,
    output reg MemToRegM,
    input wire [3:0] MemWriteE,
    output reg [3:0] MemWriteM,
    input wire LoadNpcE,
    output reg LoadNpcM
    );
    initial begin
        AluOutM    = 0;
        StoreDataM = 0;
        RdM        = 5'h0;
        PCM        = 0;
        RegWriteM  = 3'h0;
        MemToRegM  = 1'b0;
        MemWriteM  = 4'b0;
        LoadNpcM   = 0;
    end
    always@(posedge clk)
        if(en) begin
            AluOutM    <= clear ?     0 : AluOutE;
            StoreDataM <= clear ?     0 : ForwardData2;
            RdM        <= clear ?  5'h0 : RdE;
            PCM        <= clear ?     0 : PCE;
            RegWriteM  <= clear ?  3'h0 : RegWriteE;
            MemToRegM  <= clear ?  1'b0 : MemToRegE;
            MemWriteM  <= clear ?  4'b0 : MemWriteE;
            LoadNpcM   <= clear ?     0 : LoadNpcE;
        end
endmodule

==> summary.txt <==
run metrics: outcome complete, but fails checks, failing checks negative setup slack, chip area estimate from yosys synthesis roughly 0.0041 mm², via count about 2600, Die X ~100 µm, number of setup buffers added after CTS 0, worst path required time about 0.8 ns, post-synth cell types 4, initial antenna violation count 0, cell taking the most area after synthesis edfxtp_1, synthesized cell area just over 0.004 mm², first-pass GRT wire length around 13000 µm, Top cell area share 0.802, chip area 0.0107 mm², met1 Use GR 0.275, GRT overflow 0, top cell family by delay on the critical path flip-flops, Inserted Diodes 0, Ys Warns 1, Post-synth area hogs edfxtp_1, nor2b_1, buf_6, buf_2, Hold Path Class primary input to flip-flop, Crit Path Max Fanout 1, clock sinks around 110, relative slew slack 0.845, adder share 0, xor/xnor share 0, Final Cycle Share 1.08, Critical Path AT around 0.9 ns, Antenna Violating Nets Remaining 0, Synth async-reset ratio 0, GR peak layer met2, syn_area_per_cell 17.8 µm², simple share 0.167, routed length per instance between 15 and 20 µm, ys cells between 200 and 250, H-tree level count 3, detailed-placement wirelength estimate a little under 7000 µm, Worst Path Buf+Inv 1, dominant synthesized flop cell edfxtp_1, cell row count 36, post-route minimum period 1.08 ns, VDD IR-drop max 879 µV, Power Total around 0.0096 W, Routed WL approximately 9400 µm, WS Path Type flip-flop to output pin, CP cell instances buf_2, Leak around 2.3 nW, CP startpoint kind flip-flop, root buffer cell clkbuf_8, CP Capture Type output pin, max-slew violation count 0, drt pass-1 iters 4, Syn Inst Count between 200 and 250, IO Port Bufs between 200 and 250, Final Worst Setup Slack -0.0760 ns, Layout area overhead 50.0%, Hold-fix buffers, CTS 0, OpenROAD warning count 28, worst slack, placed -0.0515 ns, Worst Tran Pin Value 0.232 ns, clk buf depth 2, dpl cell area 0.00650 mm², Post-synth EDFFs about 110, ao+oa area frac 0, top cells by instance count after synthesis edfxtp_1, nor2b_1, buf_6, buf_2, Dominant comb cell simple AND/OR/NAND/NOR gates, largest net degree at the start of global routing between 40 and 50, Clock transition at path regs around 0.1 ns, floorplan utilization 0.418, TritonCTS Buffers 9, mux contribution to synthesized area 0, Setup Viol. Count Final 110, Fin Setup TNS -3.89 ns, Post-synth seq share 0.802, Slowest cell on crit path edfxtp_1, vias in the first global route 2424, CTS tree done, DRC viols 0, layout cells sized above 1 0.288, Ports about 220, Fin. Hold Viols 0, Slowest Stage Delay on Critical Path ~0.4 ns, All-Layer GR Usage 0.181, unrepaired setup endpoints after global routing true, PwrDens 1560 mW/mm², Max-Cap Viols 0, routing usage on met3 0.0540, met2 Resource Use GR 0.290, core box area 0.00986 mm², Synth flops 110, routability cong. roughly 0.81, max frequency 0.929 GHz, DRT iter0 DRCs 39, post-route design area about 0.006 mm², die height between 100 and 150 µm, Vias/cell about 4.3
[cell type report]
type / count / area [µm²]
multi-input cells: 110 / 688
flip-flops and latches: 110 / 3300
clock buffers: 10 / 128
repair buffers: 231 / 1800
clock inverters: 4 / 97.6
fillers: 784 / 3680
well taps: 133 / 166
[routing by layer]
metal | up-vias | wire length, µm
met4 | 0 | 149
met1 | 1195 | 3450
met5 | - | 0
met2 | 128 | 4700
met3 | 12 | 1060
li1 | 1257 | -
[per-stage QoR]
step / utilization / instances / hold slack, ns
detailed placement: 0.659 / 584 / 0.734
finish: 0.626 / 598 / 0.363
global placement: 0.659 / 584 / 0.726
global route: 0.626 / 598 / 0.363
CTS: 0.626 / 598 / 0.353
floorplan: - / 232 / 0.312
[where the power goes]
group	leakage [nW]	internal, W	switching (W)
Combinational	1.18	0.000746	0.000332
Sequential	1.06	0.00547	0.0000727
Clock	0.108	0.00164	0.00138
Total	2.35	0.00785	0.00178
[state kept, by name, summed over array words and instances (netlist names)]
signal and count:
LoadNpcM 1, PCM 32, RegWriteM 3, StoreDataM 32
AluOutM 32, MemToRegM 1, RdM 5, MemWriteM 4
[repair_timing]
action / CTS / global route
pin swaps: 0 / 0
setup endpoints to repair: 110 / 110
resized: 345 / 0
[placed cells by master (no fill, tap or decap)]
cell / count
clkbuf_8: 9
bufinv_16: 3
buf_12: 5
nor2b_1: 110
edfxtp_1: 110
clkinvlp_4: 1
buf_2: 110
clkdlybuf4s50_1: 110
clkbuf_1: 1
buf_4: 6
[kinds of logic after synthesis]
family / count (synthesis)
buf+inv: 12
flops: 110
simple gates: 110
[path summary, 6_finish.rpt]
kind                             startpoint                    to  depth (start not counted)
worst min-delay path                     en  PCM[6]$_SDFFCE_PP0P_                          2
worst max-delay path  PCM[28]$_SDFFCE_PP0P_               PCM[28]                          1
Power figures rest on the tool's default switching activity, not on a simulated workload.
