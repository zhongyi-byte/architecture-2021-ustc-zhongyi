--- /design/flow/config.mk ---
export PLATFORM = sky130hd
export DESIGN_NAME = EXSegReg
export DESIGN_NICKNAME = EXSegReg
export VERILOG_FILES = /design/flow/design.v
export SDC_FILE = /design/flow/constraint.sdc
export NUM_CORES = 4
export LEC_CHECK = 1
export CORE_UTILIZATION = 30
--- /design/flow/constraint.sdc ---
current_design EXSegReg

set clk_period 1.0
set clk_io_pct 0.2

create_clock -name clk0 -period $clk_period [get_ports {clk}]

set non_clock_inputs [all_inputs -no_clocks]
set_input_delay [expr $clk_period * $clk_io_pct] -clock clk0 $non_clock_inputs
set_output_delay [expr $clk_period * $clk_io_pct] -clock clk0 [all_outputs]
--- /design/flow/design.v ---
`timescale 1ns / 1ps
module EXSegReg(
    input wire clk,
    input wire en,
    input wire clear,
    input wire [31:0] PCD,
    output reg [31:0] PCE, 
    input wire [31:0] JalNPC,
    output reg [31:0] BrNPC, 
    input wire [31:0] ImmD,
    output reg [31:0] ImmE,
    input wire [4:0] RdD,
    output reg [4:0] RdE,
    input wire [4:0] Rs1D,
    output reg [4:0] Rs1E,
    input wire [4:0] Rs2D,
    output reg [4:0] Rs2E,
    input wire [31:0] RegOut1D,
    output reg [31:0] RegOut1E,
    input wire [31:0] RegOut2D,
    output reg [31:0] RegOut2E,
    input wire JalrD,
    output reg JalrE,
    input wire [2:0] RegWriteD,
    output reg [2:0] RegWriteE,
    input wire MemToRegD,
    output reg MemToRegE,
    input wire [3:0] MemWriteD,
    output reg [3:0] MemWriteE,
    input wire LoadNpcD,
    output reg LoadNpcE,
    input wire [1:0] RegReadD,
    output reg [1:0] RegReadE, 
    input wire [2:0] BranchTypeD,
    output reg [2:0] BranchTypeE,
    input wire [4:0] AluContrlD,
    output reg [4:0] AluContrlE,
    input wire AluSrc1D,
    output reg AluSrc1E,
    input wire [1:0] AluSrc2D,
    output reg [1:0] AluSrc2E
    );
    initial begin
        PCE        = 32'b0; 
        BrNPC      = 32'b0; 
        ImmE       = 32'b0;
        RdE        = 32'b0;
        Rs1E       = 5'b0;
        Rs2E       = 5'b0;
        RegOut1E   = 32'b0;
        RegOut2E   = 32'b0;
        JalrE      = 1'b0;
        RegWriteE  = 1'b0;
        MemToRegE  = 1'b0;
        MemWriteE  = 1'b0;
        LoadNpcE   = 1'b0;
        RegReadE   = 2'b00;
        BranchTypeE = 3'b0;
        AluContrlE = 5'b0;
        AluSrc1E   = 1'b0; 
        AluSrc2E   = 2'b0; 
    end
    always@(posedge clk) begin
        if(en)
            if(clear)
                begin
                PCE<=32'b0; 
                BrNPC<=32'b0; 
                ImmE<=32'b0;
                RdE<=32'b0;
                Rs1E<=5'b0;
                Rs2E<=5'b0;
                RegOut1E<=32'b0;
                RegOut2E<=32'b0;
                JalrE<=1'b0;
                RegWriteE<=1'b0;
                MemToRegE<=1'b0;
                MemWriteE<=1'b0;
                LoadNpcE<=1'b0;
                RegReadE<=2'b00;
                BranchTypeE = 3'b0;
                AluContrlE<=5'b0;
                AluSrc1E<=1'b0; 
                AluSrc2E<=2'b0;     
            end else begin
                PCE<=PCD; 
                BrNPC<=JalNPC; 
                ImmE<=ImmD;
                RdE<=RdD;
                Rs1E<=Rs1D;
                Rs2E<=Rs2D;
                RegOut1E<=RegOut1D;
                RegOut2E<=RegOut2D;
                JalrE<=JalrD;
                RegWriteE=RegWriteD;
                MemToRegE<=MemToRegD;
                MemWriteE<=MemWriteD;
                LoadNpcE<=LoadNpcD;
                RegReadE<=RegReadD;
                BranchTypeE = BranchTypeD;
                AluContrlE<=AluContrlD;
                AluSrc1E<=AluSrc1D;
                AluSrc2E<=AluSrc2D;         
            end
        end
endmodule
--- /design/flow/run.sh ---
#!/bin/bash
# OpenROAD 26Q1-2900-gdf79404cd8, Yosys 0.63+post, stock flow scripts
make -C /OpenROAD-flow-scripts/flow DESIGN_CONFIG=/design/flow/config.mk WORK_HOME=/design/flow/orfs finish
==> job_summary.md <==
### Yosys + OpenROAD results

| Metric | Value |
|---|---|
| Slew Limit Fails | `0` |
| Initial antenna violation count | `0` |
| CTS Buf Count | `17` |
| Root Buffer | `clkbuf_16` |
| I/O Buffers | `398` |
| Adder-cell share of the synthesized area | `0%` |
| Top-level I/O count | `399` |
| Worst path cell trace | `buf_2` |
| Maximum clock frequency | `822.6 MHz` |
| Cell count in the Yosys report | `418` |
| Share of cells above drive strength 1 | `40.66%` |
| Post-Syn Instances | `418` |
| Starting DRT DRC Count | `206` |
| Mux area share | `0%` |
| Design Area, Final | `11710 um2` |
| Final period util | `121.6%` |
| Grt total ovfl | `0` |
| First-pass GRT wire length | `29.11 mm` |
| Failing checks | `setup timing` |
| XOR-XNOR Cells, Area Fraction | `0%` |
| Vias in the first global route | `4958` |
| Final setup violation count | `198` |
| Critical path arrival | `1.02 ns` |
| Core area | `24600 um2` |
| Crit path buf inv count | `1` |
| CP Data Required Time | `0.80 ns` |
| Reg clk slew, reported paths | `0.08 ns` |
| YS chip area | `7614 um2` |
| Num rows | `57` |
| Max-slew headroom | `84.92%` |
| Outcome | `finished, violations left` |
| AND-OR/OR-AND share of the synthesized area | `0%` |
| Residual DRC | `0` |
| Vias | `4790` |
| Crit path max fanout | `1` |
| Slew @ Worst Pin | `0.2262 ns` |
| Post-DP HPWL | `14.93 mm` |
| Yosys simple share | `19.23%` |
| Clock net sink count | `198` |
| DR vias/cell | `4.077` |
| Routed Antenna Nets | `0` |
| H-tree levels | `4` |
| GRT Util Overall | `15.82%` |
| DIE HEIGHT | `161.3 um` |
| Cell family with the largest share of critical-path delay | `flip-flops` |
| Die width | `161.3 um` |
| Placed Area | `12130 um2` |
| CTS tree | `built` |
| Slowest CP cell | `edfxtp_1` |
| Final worst slack | `-0.2157 ns` |
| Worst Path Class, Setup | `flop to output port` |
| Fin. Hold Viols | `0` |
| Most frequent cells in the layout | `edfxtp_1 (198), clkdlybuf4s50_1 (198), buf_2 (198)` |
| Drt pass-1 iters | `6` |
| P&R area growth vs syn | `53.77%` |
| VDD IR max | `0.9130 mV` |
| Distinct cells, synth | `5` |
| Synth Area per Inst | `18.21 um2` |
| Max-cap viol count | `0` |
| Largest net degree at the start of global routing | `35` |
| CP endpoint kind | `output port` |
| Synth warnings | `1` |
| Clock tree buffer depth | `2` |
| Die area | `26020 um2` |
| OpenROAD warnings | `27` |
| Startpoint Class | `flop` |
| Dominant comb cell | `simple AND/OR/NAND/NOR gates` |
| Top cells by area | `edfxtp_1 (78%), nor2b_2 (10%), nor2b_1 (8.9%)` |
| # Post-CTS Setup Buffers | `0` |
| # diodes | `0` |
| Max-area cell share | `78.09%` |
| Drt wl/cell | `16.70 um` |
| CP peak stage delay | `0.44 ns` |
| Post-Route WL | `19.62 mm` |
| RSZ-0062 raised after global routing | `true` |
| Leak pwr | `0.004453 uW` |
| Synthesized registers | `198` |
| Tmin final | `1.216 ns` |
| Synth Seq Share | `78.09%` |
| Pwr/cell area | `1599 nW/um2` |
| Total power | `18720 uW` |
| FP Core Util | `30.94%` |
| Routability Congestion | `0.8449` |
| Hold Crit Class | `input port to flop` |
| Cell taking the most area after synthesis | `edfxtp_1` |
| Post-Syn Area | `7614 um2` |
==> synthesized netlist by cell type <==
master    count
buf_6        15
nor2b_1     108
edfxtp_1    198
buf_2         7
nor2b_2      90
==> power by group <==
group / switching (uW) / internal, uW / total, uW / leakage, uW
logic: 694 / 1430 / 2120 / 0.00226
registers: 160 / 9850 / 10000 / 0.00191
clock network: 3260 / 3330 / 6590 / 0.000282
total: 4120 / 14600 / 18700 / 0.00445
==> state kept, by name, summed over array words and instances (netlist names) <==
| name | flops |
|---|---|
| AluContrlE | 5 |
| AluSrc1E | 1 |
| AluSrc2E | 2 |
| BrNPC | 32 |
| BranchTypeE | 3 |
| ImmE | 32 |
| JalrE | 1 |
| LoadNpcE | 1 |
| MemToRegE | 1 |
| MemWriteE | 4 |
| PCE | 32 |
| RdE | 5 |
| RegOut1E | 32 |
| RegOut2E | 32 |
| RegReadE | 2 |
| RegWriteE | 3 |
| Rs1E | 5 |
| Rs2E | 5 |
==> kinds of logic after synthesis <==
group	count (synthesis)
AND/OR/NAND/NOR	198
buffers and inverters	22
flip-flops	198
==> metal layers <==
metal	vias to the layer above	wire length, um	global-route usage, %
li1	2298	-	-
met1	2212	7577	21.73
met2	259	9548	25.00
met3	21	2198	7.074
met4	0	299	2.101
met5	-	0	0
==> final timing paths <==
kind	startpoint	endpoint	cells after the start
worst max-delay path	AluContrlE[4]	AluContrlE[4]	1
worst min-delay path	en	BrNPC[9]	1
==> metrics by stage <==
step / hold WS, ns / utilization [%] / cells / worst slack (ns) / TNS [ns]
final: 0.1647 / 47.58 / 1175 / -0.2157 / -22.41
after detailed placement: 0.6216 / 49.31 / 1143 / -0.1070 / -4.981
after floorplan: 0.3125 / - / 418 / 0.1000 / 0
after global placement: 0.6229 / 49.31 / 1143 / -0.1069 / -4.814
after CTS: 0.1538 / 47.58 / 1175 / -0.2685 / -28.72
after global routing: 0.1539 / 47.58 / 1175 / -0.2781 / -33.28
==> what timing repair did <==
action | 4_1_cts | 5_1_grt
hold buffers | 0 | 0
hold endpoints to repair | 0 | 0
endpoints found under the setup margin | 198 | 198
gates resized | 640 | 0
==> cell type report <==
class                           count  area [um2]
Multi-Input combinational cell    198        1464
Clock inverter                     14       137.6
Timing Repair Buffer              423        3326
Clock buffer                       18       429.2
Fill cell                        2148       12900
Sequential cell                   198        5946
Tap cell                          324       405.4
Power is estimated from default activity; no workload was simulated.
